<file path="design/flow/config.mk">
export PLATFORM = sky130hd
export DESIGN_NAME = Controller
export DESIGN_NICKNAME = Controller
export VERILOG_FILES = /design/flow/design.v
export SDC_FILE = /design/flow/constraint.sdc
export NUM_CORES = 4
export LEC_CHECK = 1
export CORE_AREA = 10 10 70 70
export DIE_AREA = 0 0 80 80
</file>
<file path="design/flow/constraint.sdc">
current_design Controller

set clk_period 5.3
set clk_io_pct 0.2

create_clock -name clk0 -period $clk_period [get_ports {clk}]

set non_clock_inputs [all_inputs -no_clocks]
set_input_delay [expr $clk_period * $clk_io_pct] -clock clk0 $non_clock_inputs
set_output_delay [expr $clk_period * $clk_io_pct] -clock clk0 [all_outputs]
</file>
<file path="design/flow/design.v">
module Controller(
    clk,
    ir_in,
    ir_out,
    nr_out,
    pr_out,
    zr_out,
    a_en,
    b_en,
    rf_en,
    pc_en,
    ir_en,
    nr_en,
    pr_en,
    zr_en,
    mem_en,
    mdr_en,
    alur_en,
    alu_op,
    mux_pc_in_sel,
    mux_mem_read_addr_sel,
    mux_a_in_sel,
    mux_b_in_sel,
    mux_rf_read_addr1_sel,
    mux_rf_read_addr2_sel,
    mux_rf_write_addr_sel,
    mux_rf_write_data_sel,
    mux_alu_lhs_sel,
    mux_alu_rhs_sel,
    mux_alur_in_sel
);
parameter ALU_OP_WIDTH = 4;
parameter MEM_ADDR_WIDTH = 16;
parameter REG_DATA_WIDTH = 16;
parameter REG_ADDR_WIDTH = 3;
parameter INST_WIDTH = 16;
parameter OP_LE = 15;
parameter OP_RI = 12;
parameter R1_LE = 11;
parameter R1_RI = 9;
parameter R2_LE = 8;
parameter R2_RI = 6;
parameter R3_LE = 2;
parameter R3_RI = 0;
parameter IMM = 5;
parameter LINK = 11;
parameter VALUE_LE = 4;
parameter VALUE_RI = 0;
parameter INDEX_LE = 5;
parameter INDEX_RI = 0;
parameter N = 11;
parameter Z = 10;
parameter P = 9;
parameter OFFSET_LE = 8;
parameter OFFSET_RI = 0;
parameter OP_WIDTH = OP_LE - OP_RI + 1;
parameter VALUE_WIDTH = VALUE_LE - VALUE_RI + 1;
parameter INDEX_WIDTH = INDEX_LE - INDEX_RI + 1;
parameter OFFSET_WIDTH = OFFSET_LE - OFFSET_RI + 1;
parameter OP_ADD  = 0;
parameter OP_ADDU = 1;
parameter OP_SUB  = 2;
parameter OP_SUBU = 3;
parameter OP_AND  = 4;
parameter OP_OR   = 5;
parameter OP_XOR  = 6;
parameter OP_NOR  = 7;
parameter OP_SLT  = 8;
parameter OP_SLTU = 9;
parameter OP_NOOP = 10;
parameter MUX_PC_ADDR = 0;
parameter MUX_PC_RF   = 1;
parameter MUX_PC_ALU  = 2;
parameter MUX_MEM_READ_PC   = 0;
parameter MUX_MEM_READ_ADDR = 1;
parameter MUX_MEM_READ_ALUR = 2;
parameter MUX_A_PC = 0;
parameter MUX_A_RF = 1;
parameter MUX_B_RF    = 0;
parameter MUX_B_VAL   = 1;
parameter MUX_B_INDEX = 2;
parameter MUX_RF_READ1_7  = 0;
parameter MUX_RF_READ1_R2 = 1;
parameter MUX_RF_READ1_R1 = 2;
parameter MUX_RF_READ2_R3 = 0;
parameter MUX_RF_READ2_R2 = 1;
parameter MUX_RF_READ2_R1 = 2;
parameter MUX_RF_ADDR_7  = 0;
parameter MUX_RF_ADDR_R1 = 1;
parameter MUX_RF_ADDR_RF = 2;
parameter MUX_RF_DATA_ADDR = 0;
parameter MUX_RF_DATA_MDR  = 1;
parameter MUX_RF_DATA_ALUR = 2;
parameter MUX_RF_DATA_PC   = 3;
parameter MUX_ALU_LHS_A  = 0;
parameter MUX_ALU_LHS_PC = 1;
parameter MUX_ALU_RHS_2 = 0;
parameter MUX_ALU_RHS_B = 1;
parameter MUX_ALUR_ADDR = 0;
parameter MUX_ALUR_ALU  = 1;
input wire [INST_WIDTH - 1 : 0] ir_in, ir_out;
input wire clk, nr_out, pr_out, zr_out;
output reg a_en,
           b_en,
           rf_en,
           pc_en,
           ir_en,
           nr_en,
           pr_en,
           zr_en,
           mem_en,
           mdr_en,
           alur_en,
           mux_a_in_sel,
           mux_rf_write_addr_sel,
           mux_alu_lhs_sel,
           mux_alu_rhs_sel,
           mux_alur_in_sel;
output reg [1 : 0] mux_pc_in_sel,
                   mux_mem_read_addr_sel,
                   mux_b_in_sel,
                   mux_rf_read_addr1_sel,
                   mux_rf_read_addr2_sel,
                   mux_rf_write_data_sel;
output reg [ALU_OP_WIDTH - 1 : 0] alu_op;
reg [2 : 0] cycle;
wire [INST_WIDTH - 1 : 0] inst;
wire [OP_WIDTH - 1 : 0] op;
wire link, imm, n, p, z;
assign inst = (cycle == 0 ? ir_in : ir_out);
assign op   = inst[OP_LE : OP_RI];
assign link = inst[LINK];
assign imm  = inst[IMM];
assign n    = inst[N];
assign p    = inst[P];
assign z    = inst[Z];
wire add,
     andu,
     notu,
     ld,
     st,
     ldr,
     str,
     lea,
     jmp,
     jmpr,
     br,
     ret;
assign add  = (op == 4'b0001);
assign andu = (op == 4'b0101);
assign notu = (op == 4'b1001);
assign ld   = (op == 4'b0010);
assign ldr  = (op == 4'b0110);
assign lea  = (op == 4'b1110);
assign st   = (op == 4'b0011);
assign str  = (op == 4'b0111);
assign br   = (op == 4'b0000);
assign jmp  = (op == 4'b0100);
assign jmpr = (op == 4'b1100);
assign ret  = (op == 4'b1101);
wire aluinst;
assign aluinst = (add || andu || notu);
initial
begin
    cycle = 0;
end
always @ (*)
begin
    a_en    = 1;
    b_en    = 1;
    rf_en   = 0;
    pc_en   = 0;
    ir_en   = 0;
    nr_en   = 0;
    pr_en   = 0;
    zr_en   = 0;
    mem_en  = 0;
    mdr_en  = 1;
    alur_en = 1;
    alu_op = OP_ADD;
    mux_pc_in_sel = MUX_PC_ALU;
    mux_mem_read_addr_sel = MUX_MEM_READ_PC;
    mux_a_in_sel = MUX_A_RF;
    mux_b_in_sel = MUX_B_RF;
    mux_alu_lhs_sel = MUX_ALU_LHS_A;
    mux_alu_rhs_sel = MUX_ALU_RHS_B;
    mux_alur_in_sel = MUX_ALUR_ALU;
    mux_rf_read_addr1_sel = MUX_RF_READ1_R2;
    mux_rf_read_addr2_sel = MUX_RF_READ2_R3;
    mux_rf_write_data_sel = MUX_RF_DATA_ALUR;
    mux_rf_write_addr_sel = MUX_RF_ADDR_R1;
    if (cycle == 0)
    begin
        ir_en = 1;
        mux_alu_lhs_sel = MUX_ALU_LHS_PC;
        mux_alu_rhs_sel = MUX_ALU_RHS_2;
        if (jmp)
        begin
            pc_en = 1;
            mux_pc_in_sel = MUX_PC_ADDR;
        end
        if (br)
        begin
            pc_en = 1;
            if ((n & nr_out) | (p & pr_out) | (z & zr_out))
            begin
                mux_pc_in_sel = MUX_PC_ADDR;    
            end
            else
            begin
                mux_pc_in_sel = MUX_PC_ALU;    
            end
        end
    end
    else if (cycle == 1)
    begin
        if (aluinst && imm)
        begin
            mux_b_in_sel = MUX_B_VAL;
        end
        if (ld)
        begin
            mux_mem_read_addr_sel = MUX_MEM_READ_ADDR;
        end
        if (str)
        begin
            mux_rf_read_addr1_sel = MUX_RF_READ1_R1;
            mux_b_in_sel = MUX_B_INDEX;
        end
        if (st)
        begin
           mux_rf_read_addr2_sel = MUX_RF_READ2_R1;
        end
        if (lea)
        begin
            rf_en = 1;
            mux_rf_write_data_sel = MUX_RF_DATA_ADDR;    
        end
        if (!jmp && !jmpr)
        begin
            mux_alu_lhs_sel = MUX_ALU_LHS_PC;
            mux_alu_rhs_sel = MUX_ALU_RHS_2;
            pc_en = 1;
        end
        if ((jmp || jmpr) && link)
        begin
            rf_en = 1;
            mux_rf_write_addr_sel = MUX_RF_ADDR_7;
            mux_rf_write_data_sel = MUX_RF_DATA_ALUR;
        end
        alur_en = 1;
        mux_alur_in_sel = MUX_ALUR_ADDR;
        if (ret)
        begin
            pc_en = 1;
            mux_pc_in_sel = MUX_PC_RF;
            mux_rf_read_addr1_sel = MUX_RF_READ1_7;
        end
        if (ldr || jmpr)
        begin
            mux_b_in_sel = MUX_B_INDEX;
        end
    end
    else if (cycle == 2)
    begin
        if (aluinst)
        begin
            nr_en = 1;
            pr_en = 1;
            zr_en = 1;
            alur_en = 1;
        end
        if (add)
        begin
            alu_op = OP_ADD;
        end
        if (notu)
        begin
            alu_op = OP_XOR;
        end
        if (andu)
        begin
            alu_op = OP_AND;
        end
        if (jmpr)
        begin
            alu_op = OP_ADD;
            mux_pc_in_sel = MUX_PC_ALU;
            pc_en = 1;
        end
        if (ld)
        begin
            rf_en = 1;
            mux_rf_write_addr_sel = MUX_RF_ADDR_R1;
            mux_rf_write_data_sel = MUX_RF_DATA_MDR;
        end
        if (st)
        begin
            mem_en = 1;
        end
        if (str)
        begin
            mux_rf_read_addr2_sel = MUX_RF_READ2_R2;
        end
    end
    else if (cycle == 3)
    begin
        if (ldr)
        begin
            mux_mem_read_addr_sel = MUX_MEM_READ_ALUR;
            mdr_en = 1;
        end
        else if (str)
        begin
            mem_en = 1;
        end
        else
        begin
            rf_en = 1;
        end
    end
    else if (cycle == 4)
    begin
        rf_en = 1;
        mux_rf_write_addr_sel = MUX_RF_ADDR_R1;
        mux_rf_write_data_sel = MUX_RF_DATA_MDR;
    end
end
always @(posedge clk)
begin
    if ((cycle == 0 && (br   || (jmp && !link)))
     || (cycle == 1 && (jmp  || ret || lea))
     || (cycle == 2 && (jmpr || ld  || st))
     || (cycle == 3 && (str  || aluinst ))
     || (cycle == 4 && (ldr)))
    begin
        cycle = 0;
    end
    else
    begin
        cycle = cycle + 1;
    end
end
endmodule
</file>
<file path="design/flow/run.sh">
#!/bin/bash
# OpenROAD 26Q1-2900-gdf79404cd8, Yosys 0.63+post, stock flow scripts
make -C /OpenROAD-flow-scripts/flow DESIGN_CONFIG=/design/flow/config.mk WORK_HOME=/design/flow/orfs finish
</file>
==> run summary <==
Implementation summary

The deepest clock path buffer count is 2. In this build the clock could be raised as far as between 200 and 250 MHz. By instance count, the leading cell after synthesis is sky130_fd_sc_hd__nand2_1.

The cell type with the largest total area after synthesis is sky130_fd_sc_hd__buf_4. After synthesis the cells add up to 853 µm². Clock tree synthesis inserted a total of 3 buffers. Per the detail_route report, the via count comes to approximately 1000. The buffer-and-inverter tally for the worst setup path is 2.

After legalization and detailed placement, the total HPWL measured approximately 2500 µm. Pin placement for this block handled approximately 70 I/O pins. The post-CTS setup buffer count is 0.

The last weighted congestion value of the routability-driven placer is 0.956. Grouping stages by cell kind, the critical path spends the most delay in buffers and inverters. The total global routing track utilization is roughly 9%.

STA classifies the critical path startpoint as an input pin. The count of final setup violators is 0. The total negative slack is 0 ns. The post-synth count of flops with an enable pin is 0.

The data required time of the worst path is 4.24 ns. The script extracted a total leakage power of approximately 0.48 nW. The synthesis report gives the async set-or-reset register share as 0%. A synthesized cell averages about 7 µm². The total number of warnings across the stage logs is roughly 47. The setup path with the least slack is of type in2out. The final layout report lists a filler cell count of 362. The flow ran to the end, and the final reports show no timing, DRC or antenna violations.

Measured in cells, the most critical reg-to-reg path has a length of 8. The count of different cell masters after synthesis is ~47. Hold is met by around 0.5 ns. Per the detailed-route log, wirelength across all metal layers totals just over 3000 µm. In the synthesis report, Yosys lists the chip area as roughly 850 µm². In the routed layout, each cell is associated on average with a via count of roughly 5.0. Setup repair after global routing left no endpoint under its margin. The clock tree root buffer cell is sky130_fd_sc_hd__clkbuf_4. Synthesis handed over a netlist of 123 instances. The data arrival at the endpoint of the critical path is between 3 and 4 ns. The critical register-to-register path startpoint is cycle[0]$_SDFF_PP0_. Per the synthesis report, the single largest cell type by area occupies a little under 9% of cell area. The final timing report lists a max-slew violation count of 0.

The number of cells reported by Yosys stat comes to between 100 and 150. Post-CTS repair changed the size of 0 cells. The registers of the reported paths see a clock transition of approximately 0.040 ns. The tally of yosys warning messages is 1. After detailed routing, the number of remaining DRC violations is 0.

The number of iterations in the first detailed-routing pass is 5. The tally of buffers added on design ports is approximately 41. The floorplan step set the die width to about 80 µm. The H-tree depth is 1.

The relative area change from synthesis to final layout is 49.0%. The die area is about 0.0064 mm². The starting density of the core is between 20 and 25%.

The capture point of the worst register-to-register path is recorded as cycle[1]$_SDFF_PP0_. The delay of the slowest cell on the worst path is about 0.54 ns. STA reports a reg2reg setup slack of approximately 2.7 ns.

The number of storage elements in the synthesis netlist is 3. The dominant register cell is sky130_fd_sc_hd__dfxtp_1. Traced cell by cell, the critical path runs through clkdlybuf4s50_1, or4b_1, o31ai_2, o21ai_2, o32a_1, a21oi_1, clkdlybuf4s50_1. The number of global-route vias before repair came to 966. For reference, the top cells by area after synthesis are sky130_fd_sc_hd__buf_4 (8.8%), sky130_fd_sc_hd__ha_1 (7.3%), sky130_fd_sc_hd__dfxtp_1 (7.0%). Total power for the finished layout comes to between 400 and 500 µW. The pin count of the biggest net entering global routing is 16. The die height is ~80 µm. The worst setup path is captured at an output pin. The largest individual stage delay along the critical path comes from the cell sky130_fd_sc_hd__or4b_1.

The number of hold buffers added after cts is 0. The number of maximum-capacitance violations is 0. The number of antenna violations at the first check in global routing came to 0. The fraction of layout cells with a size suffix above 1 is around 8.2%. The insertion delay of the later-clocked pin in the worst-skew pair is between 0.2 and 0.25 ns. The register with the most flip-flops in the layout has 3 of them. The total power density per cell area is ~360 mW/mm². The type of the most critical hold path is reg2reg.

The wire length of the first global-routing pass is between 4000 and 5000 µm. The worst-case IR drop observed on VDD is around 0.23 mV. The shortest period the worst path allows is roughly 4.5 ns. The cell type with the highest occurrence count on the critical path is sky130_fd_sc_hd__clkdlybuf4s50_1. The count of antenna-violating nets left after detailed routing is 0. In the routed netlist, the antenna diode instances number 0. Measured against its own limit, the worst slew margin works out to 55.1%. The setup clock skew after layout is ~0.0014 ns. The final timing summary puts the cycle share of the worst path at a little over four fifths. The worst-case hold path end point is cycle[0]$_SDFF_PP0_. The report lists the number of standard-cell rows as 21.

The critical-path maximum fanout is 7. Per the detail_route report, routed wire per instance is around 15 µm. The worst min-delay path startpoint is cycle[0]$_SDFF_PP0_. Sorting the synthesized cells by how often they occur yields sky130_fd_sc_hd__nand2_1 (12), sky130_fd_sc_hd__nor2_1 (11), sky130_fd_sc_hd__buf_4 (10). The core box area is ~0.0034 mm². TritonCTS built the clock tree. The transition time at the pin with the least slew margin is 0.669 ns.

The detailed router finished its first iteration with between 80 and 90 violations. In the Yosys report, the sequential cells make up 7.04% of the chip area. According to the CTS report, the clock sink count is 3. The remaining global-route overflow is 0.

Counting endpoints that fail hold in the final report gives 0. The report gives the cell count of the worst hold path as 1.
-- cell usage in the layout (no fill, tap or decap), types with 2 or more instances in the layout --
cell                               n
sky130_fd_sc_hd__a22oi_1           3
sky130_fd_sc_hd__inv_2             2
sky130_fd_sc_hd__a31oi_1           2
sky130_fd_sc_hd__nand3_1           8
sky130_fd_sc_hd__nand2_1          12
sky130_fd_sc_hd__nor3_1            5
sky130_fd_sc_hd__a21boi_1          2
sky130_fd_sc_hd__a21oi_1           5
sky130_fd_sc_hd__mux2i_1           2
sky130_fd_sc_hd__clkdlybuf4s50_1  41
sky130_fd_sc_hd__mux2_2            2
sky130_fd_sc_hd__clkbuf_4          3
sky130_fd_sc_hd__nand2b_1          4
sky130_fd_sc_hd__ha_1              5
sky130_fd_sc_hd__o22ai_1           2
sky130_fd_sc_hd__conb_1            7
sky130_fd_sc_hd__nor2b_1           6
sky130_fd_sc_hd__inv_1             5
sky130_fd_sc_hd__nor2_1           11
sky130_fd_sc_hd__dfxtp_1           3
sky130_fd_sc_hd__nor4_1            3
-- power breakdown --
group	leakage (nW)	internal, mW	switching [mW]	total [mW]
Sequential	0.0253	0.0361	0.0206	0.0568
Clock	0.0150	0.0282	0.0121	0.0403
Combinational	0.437	0.179	0.176	0.355
Total	0.478	0.244	0.208	0.452
-- worst max-delay path by stage --
stage | startpoint | endpoint | slack (ns) | cells past startpoint
finish | ir_in[14] | rf_en | 0.81 | 7
global route | cycle[0]$_SDFF_PP0_ | mux_rf_write_data_sel[1] | 0.54 | 9
CTS | ir_in[14] | rf_en | 0.77 | 7
-- per-stage QoR --
stage | cells | area [µm²] | setup slack [ns] | util (%)
2_1_floorplan | 128 | 872 | 2.01 | -
3_3_place_gp | 201 | 1240 | 0.790 | 36.4
3_5_place_dp | 201 | 1240 | 0.786 | 36.4
4_1_cts | 205 | 1270 | 0.774 | 37.2
5_1_grt | 205 | 1270 | 0.536 | 37.2
6_report | 205 | 1270 | 0.807 | 37.2
-- final cells by class --
type / count / area (µm²) / share of cell area [%]
flip-flops and latches: 3 / 60.1 / 4.72
clock buffers: 4 / 26.3 / 2.07
inverters: 7 / 26.3 / 2.07
multi-input cells: 103 / 683 / 53.7
repair buffers: 42 / 418 / 32.9
well taps: 46 / 57.6 / 4.53
-- metal layers --
layer,GRT usage [%],up-vias,wire length [µm]
li1,-,503,-
met2,13.5,66,1350
met5,0,-,0
met3,2.27,6,393
met4,1.41,0,29
met1,12.2,453,1320
-- kinds of logic after synthesis --
logic type / count (synthesis) / synth area share (%)
muxes: 6 / 8.06
xor gates and xnor gates: 1 / 1.03
AOI/OAI and AO/OA: 26 / 24.3
other: 2 / 0.880
and+or+nand+nor: 58 / 36.2
DFF: 3 / 7.04
buffers and inverters: 22 / 15.1
adders and majority gates: 5 / 7.33
Power and IR drop assume default switching activity.
