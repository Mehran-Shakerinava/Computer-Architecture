===== flow/design.v =====
module CLA1(
  lhs,
  rhs,
  cin,
  inv,
  res,
  cout,
  of,
  p,
  g
);
parameter DATA_WIDTH = 1;
input wire [DATA_WIDTH - 1 : 0] lhs, rhs;
input wire cin, inv;
output wire [DATA_WIDTH - 1 : 0] res;
output wire cout, of, p, g;
wire rhs_xor_inv;
wire p_and_cin;
xor #(1) xor0 (rhs_xor_inv, rhs, inv);
xor #(1) xor1 (res, lhs, rhs_xor_inv, cin);
and #(1) and0 (p_and_cin, p, cin);
or  #(1) or1  (p, lhs, rhs_xor_inv);
and #(1) and1 (g, lhs, rhs_xor_inv);
or  #(1) or0  (cout, g, p_and_cin);
xor #(1) xor2 (of, cin, cout);
endmodule
module CLA16(
  lhs,
  rhs,
  cin,
  inv,
  res,
  cout,
  of,
  p,
  g
);
parameter DATA_WIDTH = 16;
input wire [DATA_WIDTH - 1 : 0] lhs, rhs;
input wire cin, inv;
output wire [DATA_WIDTH - 1 : 0] res;
output wire cout, of, p, g;
wire p0, p1, p2, p3;
wire g0, g1, g2, g3;
wire c1, c2, c3;
LCU LCU0(
  .c0   (cin),
  .p0   (p0),
  .p1   (p1),
  .p2   (p2),
  .p3   (p3),
  .g0   (g0),
  .g1   (g1),
  .g2   (g2),
  .g3   (g3), 
  .c1   (c1),
  .c2   (c2),
  .c3   (c3),
  .c4   (cout), 
  .p    (p),
  .g    (g)
);
CLA4 CLA4_0(
  .lhs  (lhs [DATA_WIDTH * 1 / 4 - 1 : DATA_WIDTH * 0 / 4]),
  .rhs  (rhs [DATA_WIDTH * 1 / 4 - 1 : DATA_WIDTH * 0 / 4]),
  .cin  (cin),
  .inv  (inv),
  .res  (res [DATA_WIDTH * 1 / 4 - 1 : DATA_WIDTH * 0 / 4]),
  .cout (),
  .of   (),
  .p    (p0),
  .g    (g0)
);
CLA4 CLA4_1(
  .lhs  (lhs [DATA_WIDTH * 2 / 4 - 1 : DATA_WIDTH * 1 / 4]),
  .rhs  (rhs [DATA_WIDTH * 2 / 4 - 1 : DATA_WIDTH * 1 / 4]),
  .cin  (c1),
  .inv  (inv),
  .res  (res [DATA_WIDTH * 2 / 4 - 1 : DATA_WIDTH * 1 / 4]),
  .cout (),
  .of   (),
  .p    (p1),
  .g    (g1)
);
CLA4 CLA4_2(
  .lhs  (lhs [DATA_WIDTH * 3 / 4 - 1 : DATA_WIDTH * 2 / 4]),
  .rhs  (rhs [DATA_WIDTH * 3 / 4 - 1 : DATA_WIDTH * 2 / 4]),
  .cin  (c2),
  .inv  (inv),
  .res  (res [DATA_WIDTH * 3 / 4 - 1 : DATA_WIDTH * 2 / 4]),
  .cout (),
  .of   (),
  .p    (p2),
  .g    (g2)
);
CLA4 CLA4_3(
  .lhs  (lhs [DATA_WIDTH * 4 / 4 - 1 : DATA_WIDTH * 3 / 4]),
  .rhs  (rhs [DATA_WIDTH * 4 / 4 - 1 : DATA_WIDTH * 3 / 4]),
  .cin  (c3),
  .inv  (inv),
  .res  (res [DATA_WIDTH * 4 / 4 - 1 : DATA_WIDTH * 3 / 4]),
  .cout (cout),
  .of   (of),
  .p    (p3),
  .g    (g3)
);
endmodule
module CLA4(
  lhs,
  rhs,
  cin,
  inv,
  res,
  cout,
  of,
  p,
  g
);
parameter DATA_WIDTH = 4;
input wire [DATA_WIDTH - 1 : 0] lhs, rhs;
input wire cin, inv;
output wire [DATA_WIDTH - 1 : 0] res;
output wire cout, of, p, g;
wire p0, p1, p2, p3;
wire g0, g1, g2, g3;
wire c1, c2, c3;
LCU LCU0(
  .c0   (cin),
  .p0   (p0),
  .p1   (p1),
  .p2   (p2),
  .p3   (p3),
  .g0   (g0),
  .g1   (g1),
  .g2   (g2),
  .g3   (g3), 
  .c1   (c1),
  .c2   (c2),
  .c3   (c3),
  .c4   (cout), 
  .p    (p),
  .g    (g)
);
CLA1 CLA1_0(
  .lhs  (lhs [DATA_WIDTH * 1 / 4 - 1 : DATA_WIDTH * 0 / 4]),
  .rhs  (rhs [DATA_WIDTH * 1 / 4 - 1 : DATA_WIDTH * 0 / 4]),
  .cin  (cin),
  .inv  (inv),
  .res  (res [DATA_WIDTH * 1 / 4 - 1 : DATA_WIDTH * 0 / 4]),
  .cout (),
  .of   (),
  .p    (p0),
  .g    (g0)
);
CLA1 CLA1_1(
  .lhs  (lhs [DATA_WIDTH * 2 / 4 - 1 : DATA_WIDTH * 1 / 4]),
  .rhs  (rhs [DATA_WIDTH * 2 / 4 - 1 : DATA_WIDTH * 1 / 4]),
  .cin  (c1),
  .inv  (inv),
  .res  (res [DATA_WIDTH * 2 / 4 - 1 : DATA_WIDTH * 1 / 4]),
  .cout (),
  .of   (),
  .p    (p1),
  .g    (g1)
);
CLA1 CLA1_2(
  .lhs  (lhs [DATA_WIDTH * 3 / 4 - 1 : DATA_WIDTH * 2 / 4]),
  .rhs  (rhs [DATA_WIDTH * 3 / 4 - 1 : DATA_WIDTH * 2 / 4]),
  .cin  (c2),
  .inv  (inv),
  .res  (res [DATA_WIDTH * 3 / 4 - 1 : DATA_WIDTH * 2 / 4]),
  .cout (),
  .of   (),
  .p    (p2),
  .g    (g2)
);
CLA1 CLA1_3(
  .lhs  (lhs [DATA_WIDTH * 4 / 4 - 1 : DATA_WIDTH * 3 / 4]),
  .rhs  (rhs [DATA_WIDTH * 4 / 4 - 1 : DATA_WIDTH * 3 / 4]),
  .cin  (c3),
  .inv  (inv),
  .res  (res [DATA_WIDTH * 4 / 4 - 1 : DATA_WIDTH * 3 / 4]),
  .cout (cout),
  .of   (of),
  .p    (p3),
  .g    (g3)
);
endmodule
module CLA64(
  lhs,
  rhs,
  cin,
  inv,
  res,
  cout,
  of,
  p,
  g
);
parameter DATA_WIDTH = 64;
input wire [DATA_WIDTH - 1 : 0] lhs, rhs;
input wire cin, inv;
output wire [DATA_WIDTH - 1 : 0] res;
output wire cout, of, p, g;
wire p0, p1, p2, p3;
wire g0, g1, g2, g3;
wire c1, c2, c3;
LCU LCU0(
  .c0   (cin),
  .p0   (p0),
  .p1   (p1),
  .p2   (p2),
  .p3   (p3),
  .g0   (g0),
  .g1   (g1),
  .g2   (g2),
  .g3   (g3), 
  .c1   (c1),
  .c2   (c2),
  .c3   (c3),
  .c4   (cout), 
  .p    (p),
  .g    (g)
);
CLA16 A16_0(
  .lhs  (lhs [DATA_WIDTH * 1 / 4 - 1 : DATA_WIDTH * 0 / 4]),
  .rhs  (rhs [DATA_WIDTH * 1 / 4 - 1 : DATA_WIDTH * 0 / 4]),
  .cin  (cin),
  .inv  (inv),
  .res  (res [DATA_WIDTH * 1 / 4 - 1 : DATA_WIDTH * 0 / 4]),
  .cout (),
  .of   (),
  .p    (p0),
  .g    (g0)
);
CLA16 A16_1(
  .lhs  (lhs [DATA_WIDTH * 2 / 4 - 1 : DATA_WIDTH * 1 / 4]),
  .rhs  (rhs [DATA_WIDTH * 2 / 4 - 1 : DATA_WIDTH * 1 / 4]),
  .cin  (c1),
  .inv  (inv),
  .res  (res [DATA_WIDTH * 2 / 4 - 1 : DATA_WIDTH * 1 / 4]),
  .cout (),
  .of   (),
  .p    (p1),
  .g    (g1)
);
CLA16 A16_2(
  .lhs  (lhs [DATA_WIDTH * 3 / 4 - 1 : DATA_WIDTH * 2 / 4]),
  .rhs  (rhs [DATA_WIDTH * 3 / 4 - 1 : DATA_WIDTH * 2 / 4]),
  .cin  (c2),
  .inv  (inv),
  .res  (res [DATA_WIDTH * 3 / 4 - 1 : DATA_WIDTH * 2 / 4]),
  .cout (),
  .of   (),
  .p    (p2),
  .g    (g2)
);
CLA16 A16_3(
  .lhs  (lhs [DATA_WIDTH * 4 / 4 - 1 : DATA_WIDTH * 3 / 4]),
  .rhs  (rhs [DATA_WIDTH * 4 / 4 - 1 : DATA_WIDTH * 3 / 4]),
  .cin  (c3),
  .inv  (inv),
  .res  (res [DATA_WIDTH * 4 / 4 - 1 : DATA_WIDTH * 3 / 4]),
  .cout (cout),
  .of   (of),
  .p    (p3),
  .g    (g3)
);
endmodule
module LCU(
  input wire c0,
  input wire p0,
  input wire p1,
  input wire p2,
  input wire p3,
  input wire g0,
  input wire g1,
  input wire g2,
  input wire g3,
  output wire c1,
  output wire c2,
  output wire c3,
  output wire c4,
  output wire p,
  output wire g
);
wire c0p0, c0p0p1, c0p0p1p2, c0p0p1p2p3;
wire g0p1, g0p1p2, g0p1p2p3;
wire g1p2, g1p2p3;
wire g2p3;
and #(1) and0 (c0p0, c0, p0);
and #(1) and1 (c0p0p1, c0, p0, p1);
and #(1) and2 (c0p0p1p2, c0, p0, p1, p2);
and #(1) and3 (c0p0p1p2p3, c0, p0, p1, p2, p3);
and #(1) and4 (g0p1, g0, p1);
and #(1) and5 (g0p1p2, g0, p1, p2);
and #(1) and6 (g0p1p2p3, g0, p1, p2, p3);
and #(1) and7 (g1p2, g1, p2);
and #(1) and8 (g1p2p3, g1, p2, p3);
and #(1) and9 (g2p3, g2, p3);
or  #(1) or0  (c1, g0, c0p0);
or  #(1) or1  (c2, g1, g0p1, c0p0p1);
or  #(1) or2  (c3, g2, g1p2, g0p1p2, c0p0p1p2);
or  #(1) or3  (c4, g3, g2p3, g1p2p3, g0p1p2p3, c0p0p1p2p3);
and #(1) andA (p, p0, p1, p2, p3);
or  #(1) or4  (g, g3, g2p3, g1p2p3, g0p1p2p3);
endmodule

===== flow/run.sh =====
#!/bin/bash
# OpenROAD 26Q1-2900-gdf79404cd8, Yosys 0.63+post, stock flow scripts
make -C /OpenROAD-flow-scripts/flow DESIGN_CONFIG=/design/flow/config.mk WORK_HOME=/design/flow/orfs finish

===== flow/config.mk =====
export PLATFORM = sky130hd
export DESIGN_NAME = CLA64
export DESIGN_NICKNAME = CLA64
export VERILOG_FILES = /design/flow/design.v
export SDC_FILE = /design/flow/constraint.sdc
export NUM_CORES = 4
export LEC_CHECK = 1
export CORE_UTILIZATION = 50

===== flow/constraint.sdc =====
current_design CLA64

set clk_period 5.1
set clk_io_pct 0.2

create_clock -name clk0 -period $clk_period

set non_clock_inputs [all_inputs -no_clocks]
set_input_delay [expr $clk_period * $clk_io_pct] -clock clk0 $non_clock_inputs
set_output_delay [expr $clk_period * $clk_io_pct] -clock clk0 [all_outputs]

==> Changelog: implementation <==
### Changed

- Run status: stopped before the end
- Stopped at: 5_1_grt
- Tool error: [ERROR DPL-0036] Detailed placement failed.
- Placed Area: 0.008377 mm2
- Die height: 106.3 um
- Count leader, synth: inv_1
- Distinct cell type count after synthesis: 61
- Cell Area, Synth: 0.005435 mm2
- # IOs: 198
- Placed cells: 1152
- Top cells by area: ha_1, xor2_1, inv_1, buf_4, fa_1
- Chip area in the Yosys report: 0.005435 mm2
- Yosys cell count: 721
- Top cells by count, synth: inv_1, ha_1, xor2_1
- Mean Syn Cell Area: 7.538 um2
- GPL Wtd Cong: 0.9291
- Kind of the worst endpoint: top-level output
- Post-CTS Hold Buffers: 0
- Synth top area share: 0.2947
- Yosys warning tally: 1
- DP HPWL: 11650 um
- Largest net degree at the start of global routing: 12
- GR repair worst EP: res[45]
- Sequential-to-total area share from yosys stat: 0
- Synth area leader: ha_1
- Buffers added on ports: 198
- Mapped Cells: 721
- Fp util: 0.5218
- Chip Width: 106.3 um
- DP Worst Slack: -525.1 ps
- Row cnt: 37
-- kinds of logic after synthesis --
| family | count (synthesis) | share of synthesized area |
|---|---|---|
| mux | 1 | 0.001842 |
| compound gates | 122 | 0.1584 |
| simple gates | 89 | 0.08955 |
| buf+inv | 256 | 0.2210 |
| xor+xnor | 109 | 0.1756 |
| fa+ha+maj | 144 | 0.3536 |
-- what timing repair did --
item,in CTS
pin swaps,106
setup buffers,55
resized,241
setup endpoints to repair,54
gates cloned,3
