File: config.mk
export PLATFORM = sky130hd
export DESIGN_NAME = Mux4x16
export DESIGN_NICKNAME = Mux4x16
export VERILOG_FILES = /design/flow/design.v
export SDC_FILE = /design/flow/constraint.sdc
export NUM_CORES = 4
export LEC_CHECK = 1
export CORE_AREA = 10 10 71 71
export DIE_AREA = 0 0 81 81
File: design.v
module Mux2x16(
	in0,
	in1,
	out,
	sel
);
parameter DATA_WIDTH = 16;
parameter SEL_WIDTH = 1;
input wire [DATA_WIDTH - 1 : 0] in0, in1;
input wire [SEL_WIDTH - 1 : 0] sel;
output reg [DATA_WIDTH - 1 : 0] out;
always @ (in0 or in1 or sel)
begin
	case (sel)
		'b0 : out <= in0;
		'b1 : out <= in1;
	endcase
end
endmodule
module Mux4x16(
    in0,
    in1,
    in2,
    in3,
    out,
    sel
);
parameter DATA_WIDTH = 16;
parameter SEL_WIDTH = 2;
input wire [DATA_WIDTH - 1 : 0] in0, in1, in2, in3;
input wire [SEL_WIDTH - 1 : 0] sel;
output wire [DATA_WIDTH - 1 : 0] out;
wire [DATA_WIDTH - 1 : 0] out0, out1;
Mux2x16 mux0(
    .in0 (in0),
    .in1 (in1),
    .out (out0),
    .sel (sel[0])
);
Mux2x16 mux1(
    .in0 (in2),
    .in1 (in3),
    .out (out1),
    .sel (sel[0])
);
Mux2x16 mux2(
    .in0 (out0),
    .in1 (out1),
    .out (out),
    .sel (sel[1])  
);
endmodule
File: constraint.sdc
current_design Mux4x16

set clk_period 1.0
set clk_io_pct 0.2

create_clock -name clk0 -period $clk_period

set non_clock_inputs [all_inputs -no_clocks]
set_input_delay [expr $clk_period * $clk_io_pct] -clock clk0 $non_clock_inputs
set_output_delay [expr $clk_period * $clk_io_pct] -clock clk0 [all_outputs]
File: run.sh
#!/bin/bash
# OpenROAD 26Q1-2900-gdf79404cd8, Yosys 0.63+post, stock flow scripts
make -C /OpenROAD-flow-scripts/flow DESIGN_CONFIG=/design/flow/config.mk WORK_HOME=/design/flow/orfs finish
==> qor.yml <==
holdBufCountCts: 0
slew_violations: 0
timing.final.hold_violations: 0
chipArea_mm2: 0.00656
arrival_ns: 1.05
io_buffers: 82
finalNonFillerCells: 151
crit_path_start: "sel[0]"
worstHoldStart: "in1[10]"
fp_util_pct: 11.7
grt_use_total_pct: 8.59
crit_fanout: 7
violations: "negative setup slack"
endpoint_kind: "primary output"
setup_viol: 16
flops: 0
post-route-util_pct: 33.0
preCtsSetupSlack_ns: -1.11
yosysSeqAreaShare_pct: 0
overflow: 0
start_kind: "input pin"
vias_per_cell: 4.03
place.gp.congestion: 0.853
logic_family: "multiplexers"
ys_area_um2: 424
final_common_cell: "dlygate4sd2_1"
remaining_drc_errors: 0
ys_cells: 20
drt_iter0_markers: 10
die_width_um: 81
ys_sh_simple_pct: 0
postSynthAreaPerCell_um2: 21.2
io_pins: 82
ant_nets: 0
ys_sh_mux_pct: 90.3
fin_ws_ns: -0.251
setup_tns_ns: -3.68
dp.cells: 149
maxCapViolCount: 0
antenna_found_initial: 0
power_density_mw_per_mm2: 359
grt_pass1_vias: 781
rsz0062_at_grt: "yes"
synth-warning-count: 1
aoi_share_pct: 0
area_leaders: "mux4_2 53%, mux4_1 37%, buf_12 4.7%"
clock_buffers: 0
timing.hold.ws_ns: 0.886
cp.required_ns: 0.80
tightest_slew_ns: 0.0870
top_cell_area_share_pct: 53.1
syn_inst: 20
synth.cell_area_um2: 424
num_vias: 609
fmax_mhz: 800
outcome: "finished with violations"
grt_max_degree: 9
wl_per_cell_um: 19.2
logic_area_um2: 360
core_mm2: 0.00363
grt_pass1_wl_um: 4240
top_area_cell: "mux4_2"
totalWireLength_um: 2900
n_antenna_cell: 0
ys_types: 5
finalClockPeriodUsage_pct: 125
ir_drop_mv: 0.209
drt-pass1-iter-count: 2
drive_above_1_share_pct: 37.9
nFillCells: 399
post-route-min-period_ns: 1.25
rows: 22
ys_sh_adder_pct: 0
dieHeight_um: 81
seq_area_um2: 0
syn_to_final_growth_pct: 182
path_class: "input pin to primary output"
p_leak_nw: 0.571
hold_path_class: "input pin to primary output"
relSlewSlack_pct: 94.2
warnings: 35
ys_sh_xor_pct: 0
lay_top_cells: "63 x dlygate4sd2_1, 16 x mux4_2, 16 x buf_2, 3 x buf_12, 2 x buf_4"
final cells by class:
type,count,share of cell area (%)
Multi-Input combinational cell,16,30.1
Timing Repair Buffer,87,64.9
Tap cell,48,5.02
synthesized netlist by cell type:
master	instances
mux4_2	10
mux4_1	6
buf_2	2
buf_12	1
buf_6	1
timing repair:
item / CTS / global route
setup buffers: 0 / 0
endpoints found under the setup margin: 16 / 16
resized: 135 / 0
gates cloned: 2 / 0
metal layers:
metal	GRT usage, %	up-vias	wire length [um]
li1	-	273	-
met1	8.91	270	1010
met2	14.7	66	1310
met3	6.24	0	577
met4	0	0	0
met5	0	-	0
worst max-delay path, stage by stage:
cell    delay [ns]
buf_12        0.09
buf_12        0.13
mux4_2        0.50
buf_2         0.13
report_power, final:
group | leakage [nW] | internal [mW] | total, mW | switching, mW
logic | 0.571 | 0.322 | 0.430 | 0.108
clock network | 0 | 0 | 0 | 0
registers | 0 | 0 | 0 | 0
total | 0.571 | 0.322 | 0.430 | 0.108
cells by family (layout without fill, tap and decap cells):
group | count (synthesis) | in the layout
multiplexers | 16 | 16
buffers and inverters | 4 | 87
per-stage QoR:
step                total power, mW  cell area, um^2
floorplan                     0.139              433
global placement              0.549             1310
detailed placement            0.549             1310
CTS                           0.442             1200
global route                  0.472             1200
finish                        0.430             1200
path summary, 6_finish.rpt:
path	endpoint	cells past startpoint
worst max-delay path	out[11]	4
worst min-delay path	out[10]	3
Power figures rest on the tool's default switching activity, not on a simulated workload.
